## /design/flow/run.sh

```bash
#!/bin/bash
# OpenROAD 26Q1-2900-gdf79404cd8, Yosys 0.63+post, stock flow scripts
make -C /OpenROAD-flow-scripts/flow DESIGN_CONFIG=/design/flow/config.mk WORK_HOME=/design/flow/orfs finish
```

## /design/flow/config.mk

```make
export PLATFORM = sky130hd
export DESIGN_NAME = player
export DESIGN_NICKNAME = player
export VERILOG_FILES = /design/flow/design.v
export SDC_FILE = /design/flow/constraint.sdc
export NUM_CORES = 4
export LEC_CHECK = 1
export CORE_UTILIZATION = 50
```

## /design/flow/constraint.sdc

```tcl
current_design player

set clk_period 18.2
set clk_io_pct 0.2

create_clock -name clk0 -period $clk_period [get_ports {clk}]

set non_clock_inputs [all_inputs -no_clocks]
set_input_delay [expr $clk_period * $clk_io_pct] -clock clk0 $non_clock_inputs
set_output_delay [expr $clk_period * $clk_io_pct] -clock clk0 [all_outputs]
```

## /design/flow/design.v

```verilog
`timescale 1ns / 1ps
module clk_div(
    input wire clk,               
    input wire rst,               
    output reg [31:0] clk_div     
    );
    always @ (posedge clk or negedge rst)
        if (!rst)
            clk_div <= 32'b0;
        else
            clk_div <= clk_div + 1;
endmodule
`timescale 1ns / 1ps
module player(
	input wire clk,
	input wire rst,
	input wire ps2_clk,      
   input wire ps2_data,     
	input wire is_player,
	input wire have_chess,
	output reg [224:0] disp,
	output reg [3:0] choose_row,
	output reg [3:0] choose_col,
	output reg pressed
    );
	wire [31:0] clk_div; 
	wire [3:0] whichkey;
	reg [3:0] last_key;
	clk_div
		divider(
			.clk(clk),
         .rst(1'b1),
         .clk_div(clk_div)
		);
	 ps2_input 
		  myinput(
            .clk_slow(clk_div[16]),
            .clk_fast(clk_div[6]),
            .rst(1'b1),
            .ps2_clk(ps2_clk),
            .ps2_data(ps2_data),
            .key_up(key_up),
            .key_down(key_down),
            .key_left(key_left),
            .key_right(key_right),
            .key_ok(key_ok),
            .key_switch(key_switch),
				.whichkey(whichkey)
			);
	always@(posedge clk or negedge rst) begin
		if(!rst) begin
			disp = 225'b0; 
			choose_row <= 4'd7; 
			choose_col <= 4'd7;
			last_key <= 4'b0; 
			pressed <= 1'b0; 
		end
		else if(is_player&&whichkey!=last_key) 
			case(whichkey)
				4'd1:begin 
						if(choose_row>=4'd1)
							choose_row <= choose_row-4'd1;
						last_key <= whichkey;
						pressed <= 1'b0;
					end
				4'd2:begin 
						if(choose_row<=4'd13)
							choose_row <= choose_row+4'd1;
						last_key <= whichkey;
						pressed <= 1'b0;
					end
				4'd3:begin 
						if(choose_col>=4'd1)
							choose_col <= choose_col-4'd1;
						last_key <= whichkey;
						pressed <= 1'b0;
					end
				4'd4:begin 
						if(choose_col<=4'd13)
							choose_col <= choose_col+4'd1;
						last_key <= whichkey;
						pressed <= 1'b0;
					end
				4'd5:begin 
						if(!have_chess&&!disp[choose_row*15+choose_col])begin
							disp[choose_row*15+choose_col] = 1;
							pressed <= 1'b1;
						end
						last_key <= whichkey;
					end
				default: begin
					last_key <= whichkey;
					pressed <= 1'b0;
				end
			endcase	
	end
endmodule
`timescale 1ns / 1ps
module ps2_input(
    input wire clk_slow,       
    input wire clk_fast,       
    input wire rst,            
    input wire ps2_clk,        
    input wire ps2_data,       
    output wire key_up,        
    output wire key_down,      
    output wire key_left,      
    output wire key_right,     
    output wire key_ok,        
    output wire key_switch,     
	 output wire key_reverse,    
	 output reg [3:0] whichkey
    );
    wire [8:0] crt_data;     
    reg [1:0] key_up_state, key_down_state, key_left_state,
              key_right_state, key_ok_state, key_switch_state,key_reverse_state;
    assign key_up = key_up_state[0] & ~key_up_state[1];
    assign key_down = key_down_state[0] & ~key_down_state[1];
    assign key_left = key_left_state[0] & ~key_left_state[1];
    assign key_right = key_right_state[0] & ~key_right_state[1];
    assign key_ok = key_ok_state[0] & ~key_ok_state[1];
    assign key_switch = key_switch_state[0] & ~key_switch_state[1];
    assign key_reverse = key_reverse_state[0] & ~key_reverse_state[1];    
	 initial begin whichkey <= 4'h0;
	 end
    ps2_scan
        scanner(
            .clk(clk_fast),
            .rst(rst),
            .ps2_clk(ps2_clk),
            .ps2_data(ps2_data),
            .crt_data(crt_data)
        );
    always @ (posedge clk_slow or negedge rst)
        if (!rst) begin
            key_up_state <= 2'b0;		
            key_down_state <= 2'b0;
            key_left_state <= 2'b0;
            key_right_state <= 2'b0;
            key_ok_state <= 2'b0;
            key_switch_state <= 2'b0;
				key_reverse_state <= 2'b0;
        end
        else begin
            key_up_state <= {key_up_state[0], crt_data == 9'h175};				 
            key_down_state <= {key_down_state[0], crt_data == 9'h172};			 
            key_left_state <= {key_left_state[0], crt_data == 9'h16b};			 
            key_right_state <= {key_right_state[0], crt_data == 9'h174};		 
            key_ok_state <= {key_ok_state[0], crt_data == 9'h029};				 
            key_switch_state <= {key_switch_state[0], crt_data == 9'h014}; 	 
				key_reverse_state <= {key_reverse_state[0], crt_data == 9'h02D};   
				if (key_up_state[0] | key_up_state[1]) whichkey <= 4'h1;                       
				else if (key_down_state[0] | key_down_state[1]) whichkey <= 4'h2;					 
				else if (key_left_state[0] | key_left_state[1]) whichkey <= 4'h3;					 
				else if (key_right_state[0] | key_right_state[1]) whichkey <= 4'h4;				 
				else if (key_ok_state[0] | key_ok_state[1]) whichkey <= 4'h5;						 
				else if (key_switch_state[0] | key_switch_state[1]) whichkey <= 4'b1000;		 
				else if (key_reverse_state[0] | key_reverse_state[1]) whichkey <= 4'b1010;     
				else whichkey <= 4'h0;																			 
        end
endmodule
`timescale 1ns / 1ps
module ps2_scan(
    input wire clk,               
    input wire rst,               
    input wire ps2_clk,           
    input wire ps2_data,          
    output reg [8:0] crt_data     
    );
    reg [1:0] ps2_clk_state;     
    wire ps2_clk_neg;            
    assign ps2_clk_neg = ~ps2_clk_state[0] & ps2_clk_state[1];
    reg [3:0] read_state;
    reg [7:0] read_data;
    reg is_f0, is_e0;
    always @ (posedge clk or negedge rst)
        if (!rst)
            ps2_clk_state <= 2'b0;
        else
            ps2_clk_state <= {ps2_clk_state[0], ps2_clk};
    always @ (posedge clk or negedge rst) begin
        if (!rst) begin
            read_state <= 4'b0;
            read_data <= 8'b0;
            is_f0 <= 1'b0;
            is_e0 <= 1'b0;
            crt_data <= 9'b0;
        end
        else if (ps2_clk_neg) begin
            if (read_state > 4'b1001)
                read_state <= 4'b0;
            else begin
                if (read_state > 4'b0 && read_state < 4'b1001)
                    read_data[read_state - 1] <= ps2_data;
                read_state <= read_state + 1'b1;
            end
        end
        else if (read_state == 4'b1010 && |read_data) begin
            if (read_data == 8'hf0)
                is_f0 <= 1'b1;
            else if (read_data == 8'he0)
                is_e0 <= 1'b1;
            else
                if (is_f0) begin
                    is_f0 <= 1'b0;
                    is_e0 <= 1'b0;
                    crt_data <= 9'b0;
                end
                else if (is_e0) begin
                    is_e0 <= 1'b0;
                    crt_data <= {1'b1, read_data};
                end
                else
                    crt_data <= {1'b0, read_data};
            read_data <= 8'b0;
        end
    end
endmodule
```

==> out/qor.txt <==
Critical path launch point type: flip-flop
Placed Instance Area: 18,000 µm²
Main synth FF type: dfrtp_1
Tool warnings: 47
Crit. End Element: flip-flop
Syn_area_per_cell: 10.9 µm²
Post_cts resized: 0
Endpoints left unconstrained: 66
Critical path's most frequent cell: fa_1
Outcome: finished clean
Core footprint: 29,700 µm²
DR vias: 12,000
First-pass DRT Iterations: 7
Latency at later pin: 0.55 ns
P_leak: 7.99 nW
Synth Instances: 1,393
Tcrit/Tclk final: 37.9%
Layout area overhead: 24.4%
Post-synthesis register bit count: 298
Register pins left without a clock: 43
Commonest Layout Cell: clkdlybuf4s50_1
H-tree depth: 1
Setup Buffers After CTS: 0
PwrDens: 60.9 nW/µm²
Fraction of layout cells with a size suffix above 1: 10.9%
Yosys chip area: 15,200 µm²
Initial DRC count: 868
Async SR Flop Fraction: 79.9%
Dpl cells: 1,992
Cts hold-fix bufs: 0
Drt drc: 0
Vias/cell: 5.86
Worst setup margin: 11.29 ns
GP Congestion: 0.984
Fin. Hold Viols: 0
Max VDD drop: 0.0732 mV
Register area share after synthesis: 48.7%
Tmin final: 6.91 ns
Routed WL: 44.8 mm
Total grt overflow: 0
CP peak stage delay: 0.76 ns
Setup Skew: 0.0117 ns
Reg clk slew, reported paths: 0.06 ns
Slowest CP cell: nor2b_1
Non-Filler Instances: 2,041
Worst-Margin Slew: 0.961 ns
Worst EP arrival: 7.34 ns
Die Y: 176 µm
Vias in the first global route: 11,700
Die width: 176 µm
Required time of the worst setup path: 18.63 ns
Number of enable flip-flop cells: 23
Cell Rows: 63
Design area: 18,900 µm²
Max Slew Vio Count: 0
Number of library cell types mapped by synthesis: 76
Final setup vio count: 0
GR Util All Layers: 31.2%
Yosys cell count: 1,393
Syn. warnings: 10
CP cell instances: fa_1, inv_1, fa_1, fa_1, inv_1, ha_1, a21oi_2, nand3b_1, nand2_1, nand2_1, a2111oi_4, and2_1, ha_1, nand4bb_1, nor2b_1, nor2b_1, nand3_1, o31ai_1
First-pass GRT wire length: 69.4 mm
Dominant logic cell types in the final layout: clkdlybuf4s50_1, dfrtp_1, inv_1
Cts bufs inserted: 28
Count of input and output buffers: 239
Largest net degree at the start of global routing: 149
Dpl ws: 11.51 ns
Cell area after synthesis: 15,200 µm²
Root Buffer: clkbuf_16
Fp_density: 51.0%
RSZ-0062 raised after global routing: no
Crit Path Class: reg2reg
Diodes inserted: 0
Routed WL per cell: 21.9 µm
CP Max Fanout: 10
Initial antenna violation count: 0
TNS Setup: 0 ns
DP HPWL: 31.1 mm
CTS max path bufs: 3
TritonCTS clock tree: yes
Rel. slew slack: 35.8%
Min Hold Slack: 0.408 ns
Max Freq: 0.145 GHz
Hold Crit Class: reg2reg
Final ANT Viol Nets: 0
Max-cap violations: 0
Die Area: 31,000 µm²
Ports: 240
logic make-up (layout without fill, tap and decap cells):
family	count (synthesis)	count (layout)	share of synthesized area (%)
compound gates	348	348	17.4
xor+xnor	36	36	2.08
fa+ha+maj	50	50	4.47
buf+inv	241	499	7.07
flops	298	298	48.7
mux	67	67	9.24
simple gates	353	353	11.0
stage by stage:
| step | util (%) | power, W |
|---|---|---|
| 6_report | 63.5 | 0.00115 |
| 5_1_grt | 63.5 | 0.00118 |
| 4_1_cts | 63.5 | 0.00116 |
| 3_5_place_dp | 60.4 | 0.000590 |
| 3_3_place_gp | 60.4 | 0.000590 |
| 2_1_floorplan | - | 0.000577 |
synthesized netlist by cell type (10+ instances only):
library cell,count,area [µm²]
buf_2,23,115
nand2_1,149,559
o21ai_0,25,125
buf_4,11,82.6
nor2b_1,15,93.8
o21bai_1,81,608
xor2_1,14,123
inv_1,175,657
dfxtp_1,37,741
a22oi_1,12,90.1
xnor2_1,22,193
clkbuf_1,16,60.1
a21oi_1,14,70.1
mux4_2,58,1310
edfxtp_1,23,691
nor2_1,64,240
o31ai_1,137,1030
buf_6,13,146
a211oi_1,10,75.1
dfrtp_1,232,5810
nor3_1,21,105
ha_1,43,538
nand3_1,36,180
power breakdown:
group / switching [W] / total (W) / internal (W) / leakage [nW]
clock network: 0.000228 / 0.000570 / 0.000342 / 0.451
registers: 0 / 0.000567 / 0.000567 / 3.05
logic: 0.0000108 / 0.0000125 / 0.00000168 / 4.49
total: 0.000239 / 0.00115 / 0.000910 / 7.99
worst max-delay path, delay by kind of cell, from the launching register on:
family / cells / cell delay, ns
AOI/OAI and AO/OA: 3 / 1.33
and+or+nand+nor: 8 / 2.76
DFF: 1 / 0.66
buffers and inverters: 2 / 0.13
adders and majority gates: 5 / 1.90
state kept, by name (all words and copies together) (netlist names), 2 cells and up:
name                           flops
myinput.key_up_state               2
choose_row                         4
myinput.key_right_state            2
myinput.key_down_state             2
divider.clk_div                   17
myinput.scanner.read_state         4
myinput.key_left_state             2
myinput.scanner.ps2_clk_state      2
myinput.scanner.crt_data           9
myinput.whichkey                   4
myinput.key_switch_state           2
myinput.key_ok_state               2
myinput.key_reverse_state          2
choose_col                         4
myinput.scanner.read_data          8
last_key                           4
disp                             225
final timing paths:
kind                                     from                 end  slack (ns)  cells past startpoint
setup / recovery                choose_row[0]           disp[118]       11.29                     18
hold / removal             divider.clk_div[0]  divider.clk_div[0]        0.41                      1
setup reg to reg                choose_row[0]           disp[118]       11.29                     18
hold reg to reg            divider.clk_div[0]  divider.clk_div[0]        0.41                      1
max in group asynchronous                 rst           disp[147]       13.92                      2
min in group asynchronous                 rst             disp[9]        3.07                      1
routing by layer:
layer,vias up,global-route usage [%],share of wire [%]
met5,-,1.28,0.11
met4,2,6.34,2.4
met3,76,10.8,10
met2,554,43.9,44
met1,5844,50.0,44
li1,5492,-,-
final cells by class:
cell class                      count  area, µm²
Sequential cell                   298       7390
Multi-Input combinational cell    854       6740
Timing Repair Buffer              274       2670
Clock buffer                       42        835
Inverter                          176        661
Tap cell                          390        488
Fill cell                        2313      10800
Clock inverter                      7       90.1
Power figures rest on the tool's default switching activity, not on a simulated workload.
